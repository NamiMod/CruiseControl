===== design/flow/design.v =====
`timescale 1ns / 1ps
module ALU(
   input [1:0] mode,
   input [7:0] c_speed,   
   input [7:0] d_speed,
   input clock, 
	output reg [7:0] out_speed,     
	output reg L,   
	output reg EQ,  
   output reg G
	);
	wire l,e,g;   
	wire [7:0] d_speed_add;  
	wire [7:0] d_speed_sub;	
	wire cout1,cout2;
	wire [7:0] five = 8'b00000101; 
	wire add = 1'b0;  
	wire sub = 1'b1;	
	FA8 fa1(d_speed,five,add,d_speed_add,cout1); 
	FA8 fa2(d_speed,five,sub,d_speed_sub,cout2);  
	Comp8 co1(c_speed,d_speed,l,e,g);  
	always @ (posedge clock) 
		if (mode == 2'b10) 
			out_speed = d_speed_add;
		else if (mode == 2'b11) 
			out_speed = d_speed_sub;
		else if (mode == 2'b00) 
			out_speed = d_speed;  
		else if (mode == 2'b01)
			begin  
				L = l;     
				EQ = e;     
				G = g;     
			end   
endmodule
`timescale 1ns / 1ps
module Comp2(
    input A,
    input B,
	 input ll,
	 input eqq,
	 input gg,
    output L,
    output EQ,
    output G
    );
	 wire A_not,B_not;
	 wire e1,e2,e3,e4,e5;
	 not n1 (A_not,A);
	 not n2 (B_not,B);
	 xnor x1 (e1,A,B);
	 and a1 (e2,A,B_not);
	 and a2 (e3,A_not,B);
	 and a3 (e4,e1,gg);
	 and a4 (e5,e1,ll);
	 or o1 (G,e2,e4);
	 and a5 (EQ,e1,e);
	 or o2 (L,e3,e5);
endmodule
`timescale 1ns / 1ps
module Comp8(
    input[7:0] A,
    input[7:0] B,
    output L,
    output EQ,
    output G
    );
	wire ll=1'b0;
	wire ee=1'b1;
	wire gg=1'b0;
	wire EQ_d;
	wire p;
	wire l0,l1,l2,l3,l4,l5,l6;
	wire eq0,eq1,eq2,eq3,eq4,eq5,eq6;
	wire g0,g1,g2,g3,g4,g5,g6;	
	Comp2 c1(A[0],B[0],ll,ee,gg,l0,eq0,g0);
	Comp2 c2(A[1],B[1],l0,eq0,g0,l1,eq1,g1);
	Comp2 c3(A[2],B[2],l1,eq1,g1,l2,eq2,g2);
	Comp2 c4(A[3],B[3],l2,eq2,g2,l3,eq3,g3);
	Comp2 c5(A[4],B[4],l3,eq3,g3,l4,eq4,g4);
	Comp2 c6(A[5],B[5],l4,eq4,g4,l5,eq5,g5);
	Comp2 c7(A[6],B[6],l5,eq5,g5,l6,eq6,g6);
	Comp2 c8(A[7],B[7],l6,eq6,g6,L,EQ_d,G);
   or o1(p,L,G);
   not n1(EQ,p);	
endmodule
`timescale 1ns / 1ps
module Control(
    output reg [7:0] c_speed = 8'b00000101,
    output reg [7:0] speed = 8'b00000101,
    input [2:0] awareness,
    input speed_up,
    input speed_down,
    input clock,
    output reg [2:0] fuel = 3'b010,
	 output reg L = 0,
	 output reg EQ = 1,
	 output reg G = 0,
    output reg brake = 0
   );
	wire [7:0] c_speed_check;
	wire [7:0] speed_check ;
	wire [7:0] speed_check_pos ;
	wire [7:0] speed_check_neg ;
	wire l0,e0,g0;
	wire l1,e1,g1;
	wire [7:0] D;
	wire [1:0] mode_0 = 2'b01;
	wire [1:0] mode_1 = 2'b10;
	wire [1:0] mode_2 = 2'b11;
	ALU a1(mode_1,c_speed,speed,clock,speed_check_pos,l0,e0,g0);
	ALU a2(mode_2,c_speed,speed,clock,speed_check_neg,l1,e1,g1);
	always @ (posedge clock)	
		if (speed_up == 1'b1)
			speed = speed_check_pos;
		else if (speed_down == 1'b1)
			speed = speed_check_neg;	
	assign D = (c_speed>speed)?(c_speed-speed):(speed-c_speed);
	always @ (posedge clock)
		if (L == 0 && EQ == 1 && G == 0 && awareness > 3'b100)begin
			L = 0;
			EQ = 0;
			G = 1;
			fuel = 3'b100;
			c_speed = c_speed + 1;
		end
		else if (L == 0 && EQ == 1 && G == 0 && awareness == 3'b000)begin
			L = 1;
			EQ = 0;
			G = 0;
			fuel = 3'b000;
			c_speed = 8'b00000000;
			brake = 1;
		end
		else if (L == 0 && EQ == 1 && G == 0 && awareness == 3'b001)begin
			L = 1;
			EQ = 0;
			G = 0;
			fuel = 3'b000;
			c_speed = c_speed - 1;
		end
		else if (L == 0 && EQ == 1 && G == 0 && awareness == 3'b010)begin
			L = 0;
			EQ = 1;
			G = 0;
		end
		else if (L == 0 && EQ == 1 && G == 0 && awareness == 3'b011)begin
			L = 0;
			EQ = 1;
			G = 0;
		end
	always @ (posedge clock)
		 if (L == 0 && EQ == 0 && G == 1 && awareness > 3'b100 && D == 1)begin
			L = 0;
			EQ = 1;
			G = 0;
			fuel = fuel - 1;
			c_speed = c_speed - 1;
		end
		else if (L == 0 && EQ == 0 && G == 1 && awareness > 3'b100 && D > 1)begin
			L = 0;
			EQ = 0;
			G = 1;
			fuel = fuel - 1;
			c_speed = c_speed - 1;
		end
		else if (L == 0 && EQ == 0 && G == 1 && awareness > 3'b010 )begin
			L = 0;
			EQ = 0;
			G = 1;
		end
		else if (L == 0 && EQ == 0 && G == 1 && awareness > 3'b011 )begin
			L = 0;
			EQ = 0;
			G = 1;
		end
		else if (L == 0 && EQ == 0 && G == 1 && awareness == 3'b001 )begin
			L = 1;
			EQ = 0;
			G = 0;
			fuel = 3'b000;
			c_speed = c_speed - 1;
		end
		else if (L == 0 && EQ == 0 && G == 1 && awareness == 3'b000 )begin
			L = 1;
			EQ = 0;
			G = 0;
			fuel = 3'b000;
			c_speed = 8'b00000000;
			brake = 1;
		end
		always @ (posedge clock)
		 if (L == 1 && EQ == 0 && G == 0 && awareness > 3'b100 && D == 1 )begin
			L = 0;
			EQ = 1;
			G = 0;
			fuel = fuel +1;
			c_speed = c_speed + 1;
		end
		else if (L == 1 && EQ == 0 && G == 0 && awareness > 3'b100 && D > 1 )begin
			L = 1;
			EQ = 0;
			G = 0;
			fuel = fuel +1;
			c_speed = c_speed + 1;
		end
		else if (L == 1 && EQ == 0 && G == 0 && awareness == 3'b010  )begin
			L = 1;
			EQ = 0;
			G = 0;
		end
		else if (L == 1 && EQ == 0 && G == 0 && awareness == 3'b011  )begin
			L = 1;
			EQ = 0;
			G = 0;
		end
		else if (L == 1 && EQ == 0 && G == 0 && awareness == 3'b001 )begin
			L = 1;
			EQ = 0;
			G = 0;
			fuel = 3'b000;
			c_speed = c_speed - 1;
		end
		else if (L == 1 && EQ == 0 && G == 0 && awareness == 3'b000 )begin
			L = 1;
			EQ = 0;
			G = 0;
			fuel = 3'b000;
			c_speed = 8'b00000000;
			brake = 1;
		end
endmodule
`timescale 1ns / 1ps
module FA2(
    input A, 
	 input B,
    input Cin,
    output Sum,
    output Cout
	 );
    wire e1,e2,e3,e4;
	 xor x1(e1,A,B);
    xor x2(Sum,e1,Cin);
    and g1(e2,A,B);
    and g2(e3,Cin,B);
    and g3(e4,Cin,A);
    or  g4(Cout,e2,e3,e4);  
endmodule
`timescale 1ns / 1ps
module FA8(
    input [7:0] A,
	 input [7:0] B,
    input Select,
    output [7:0] Sum,
    output Cout
	 );
    wire e0,e1,e2,e3,e4,e5,e6,e7;
	 wire c1,c2,c3,c4,c5,c6,c7;
    xor x1(e0,B[0],Select);
	 xor x2(e1,B[1],Select);
	 xor x3(e2,B[2],Select);
	 xor x4(e3,B[3],Select);
	 xor x5(e4,B[4],Select);
	 xor x6(e5,B[5],Select);
	 xor x7(e6,B[6],Select);
	 xor x8(e7,B[7],Select);
	 FA2 f1(A[0],e0,Select,Sum[0],c1);
	 FA2 f2(A[1],e1,c1,Sum[1],c2);
	 FA2 f3(A[2],e2,c2,Sum[2],c3);
	 FA2 f4(A[3],e3,c3,Sum[3],c4);  
	 FA2 f5(A[4],e4,c4,Sum[4],c5);
	 FA2 f6(A[5],e5,c5,Sum[5],c6);
	 FA2 f7(A[6],e6,c6,Sum[6],c7);
	 FA2 f8(A[7],e7,c7,Sum[7],Cout); 
endmodule

===== design/flow/run.sh =====
#!/bin/bash
# OpenROAD 26Q1-2900-gdf79404cd8, Yosys 0.63+post, stock flow scripts
make -C /OpenROAD-flow-scripts/flow DESIGN_CONFIG=/design/flow/config.mk WORK_HOME=/design/flow/orfs finish

===== design/flow/config.mk =====
export PLATFORM = sky130hd
export DESIGN_NAME = Control
export DESIGN_NICKNAME = Control
export VERILOG_FILES = /design/flow/design.v
export SDC_FILE = /design/flow/constraint.sdc
export NUM_CORES = 4
export LEC_CHECK = 1
export CORE_AREA = 10 10 100 100
export DIE_AREA = 0 0 110 110

===== design/flow/constraint.sdc =====
current_design Control

set clk_period 3.0
set clk_io_pct 0.2

create_clock -name clk0 -period $clk_period [get_ports {clock}]

set non_clock_inputs [all_inputs -no_clocks]
set_input_delay [expr $clk_period * $clk_io_pct] -clock clk0 $non_clock_inputs
set_output_delay [expr $clk_period * $clk_io_pct] -clock clk0 [all_outputs]

==> reports/qor.yml <==
via_count: 473
grtUsageTotal_pct: 2.63
drc: 0
die_x_um: 110
synth_warnings: 45
clk_pin_slew_ns: 0.08
diodes: 0
async_reset_ff_share_pct: 0
wl_um: 1570
dp.final_hpwl_um: 1230
crit_fanout: 3
worst_hold_path_type: "reg2reg"
vdd_ir_drop_max_mv: 0.214
warnings: 29
crit_path_start_kind: "flop"
fillers: 862
ctsResizeCount: 0
ys_seq_share_pct: 50.1
die_area_um2: 12100
ys_types: 11
h-tree-depth: 1
top_area_share_pct: 27.8
grt_max_degree: 13
required_ns: 3.15
final-hold-violation-count: 0
grt_overflow_total: 0
fin_skew_ns: 0.00460
initial_utilization_pct: 13.8
numSynthFlops: 23
insertion_delay_ns: 0.25
yosysMostFrequentCell: "buf_4"
critical-path-max-stage-delay_ns: 0.39
syn2layout_area_growth_pct: 13.1
pre_cts_slack_ns: 0.983
crit_top_cell: "ha_1"
cts_tree: "yes"
cp_cell_sequence: "inv_1 > ha_1 > inv_1 > ha_1 > inv_1 > ha_1 > ha_1 > ha_1 > ha_1 > xor2_1"
slew_viol_final: 0
crit_start: "speed[0]"
max_clock_freq_mhz: 512
fin_crit_sh_pct: 65.1
edf_count: 8
rsz0062_at_grt: "false"
core-area_um2: 7810
cp.arrival_ns: 2.10
period_minus_slack_ns: 1.95
wire_per_inst_um: 8.07
syn_area_per_cell_um2: 12.1
flop_cell: "dfxtp_1"
topCellsByArea: "dfxtp_1 28%, edfxtp_1 22%, buf_4 16%"
cp_top_family: "adder cells"
timing.final.ws_setup_ns: 1.05
ys_chip_area_um2: 1080
r2r-start: "speed[0]"
drt_pass1_iterations: 2
top_area_cell: "dfxtp_1"
cp_slowest_cell: "edfxtp_1"
maxCapViolCount: 0
cp-end-kind: "flop"
place.gp.congestion: 0.725
drive_above_1_share_pct: 12.0
antenna_found_initial: 0
leakage_nw: 0.574
die_h_um: 110
finalPower_mw: 1.04
cts_buffer_depth: 2
first_iter_violations: 4
synthesis.area_um2: 1080
finalSetupViolCount: 0
crit_type: "reg2reg"
cts_buffers: 3
antenna_left: 0
status: "finished clean"
grt_pass1_wl_um: 2430
synthTopCellsByCount: "23 x buf_4, 17 x inv_1, 15 x dfxtp_1, 12 x ha_1, 8 x edfxtp_1"
std_cell_rows: 32
timing.setup.tns_ns: 0
avgViaCountPerCell: 2.44
cts_hold_buf: 0
hp-start: "a2.out_speed[0]"
grt_pass1_vias: 512
port_buffers: 10
io_pins: 29
ys_cells: 89
syn-instance-count: 89
root_buffer: "clkbuf_8"
cts_setup_buffers: 0
path_buffers: 3
hold_ws_ns: 0.407
power_density_nw_per_um2: 854
cts.sinks: 23
==> cells in the final DEF (no fill, tap or decap) <==
cell,instances
mux2_4,7
inv_1,17
clkbuf_1,1
ha_1,12
buf_4,1
conb_1,15
clkbuf_8,3
edfxtp_1,8
clkdlybuf4s50_1,10
or2_1,1
xor2_1,2
dfxtp_1,15
==> registers in the layout, summed over array words and instances (netlist names) <==
| signal | count |
|---|---|
| a1.out_speed | 7 |
| a2.out_speed | 8 |
| speed | 8 |
==> per-stage QoR <==
stage	utilization, %	instances	instance area [um2]
final	15.6	194	1220
after global routing	15.6	194	1220
after CTS	15.6	194	1220
after detailed placement	15.0	190	1170
after global placement	15.0	190	1170
after floorplan	-	102	1130
==> cell type report <==
type	count	area, um2	share of cell area, %
timing repair buffer	11	108	8.82
clock buffer	4	45.0	3.69
tap	102	128	10.5
multi-input combinational	37	335	27.5
sequential	23	541	44.3
inverter	17	63.8	5.23
==> final timing paths <==
check,cells after the start,slack (ns),endpoint
max,10,1.05,a2.out_speed[7]
min,0,0.41,speed[0]
max reg2reg,10,1.05,a2.out_speed[7]
min reg2reg,0,0.41,speed[0]
==> cell families (layout without fill, tap and decap cells) <==
logic type | Yosys count | after routing | share of synthesized area (%)
AND/OR/NAND/NOR | 1 | 1 | 0.580
multiplexers | 7 | 7 | 9.74
flip-flops | 23 | 23 | 50.1
other | 2 | 15 | 0.696
adder cells (fa/ha/maj) | 12 | 12 | 13.9
XOR/XNOR | 2 | 2 | 1.62
buffers and inverters | 42 | 32 | 23.3
==> metal layers <==
layer,share of wire [%],vias up,global-route usage (%)
li1,-,241,-
met5,0,-,0
met1,45,212,2.91
met2,43,18,4.23
met3,11,2,1.88
met4,0.64,0,0.186
==> report_power, final <==
part           leakage [nW]  internal (mW)  switching [mW]
sequential            0.208          0.492          0.0641
clock                0.0228         0.0944          0.0860
combinational         0.343          0.201           0.104
Power is estimated from default activity; no workload was simulated.
